==> /design/flow/design.v <==
`timescale 1ns/10ps
module CS(Y, X, reset, clk);
input clk, reset; 
input [7:0] X;
output reg [9:0] Y;
reg [3:0]count;
reg [7:0]buffer[8:0];
wire [10:0]avg;
wire [7:0]smaller0, smaller1, smaller2, smaller3, smaller4, smaller5, smaller6, smaller7, smaller8, 
          com01, com23, com45, com67, 
          com03, com47,
          com07, com8;        
integer i;
assign avg = (buffer[0] + buffer[1] + buffer[2] + buffer[3] + buffer[4] + buffer[5] + buffer[6] + buffer[7] + buffer[8])/9; 
assign smaller0 = (buffer[0] <= avg)?buffer[0]:8'd0;
assign smaller1 = (buffer[1] <= avg)?buffer[1]:8'd0;
assign smaller2 = (buffer[2] <= avg)?buffer[2]:8'd0;
assign smaller3 = (buffer[3] <= avg)?buffer[3]:8'd0;
assign smaller4 = (buffer[4] <= avg)?buffer[4]:8'd0;
assign smaller5 = (buffer[5] <= avg)?buffer[5]:8'd0;
assign smaller6 = (buffer[6] <= avg)?buffer[6]:8'd0;
assign smaller7 = (buffer[7] <= avg)?buffer[7]:8'd0;
assign smaller8 = (buffer[8] <= avg)?buffer[8]:8'd0;
assign com01 = (smaller0 > smaller1)?smaller0:smaller1;
assign com23 = (smaller2 > smaller3)?smaller2:smaller3;
assign com45 = (smaller4 > smaller5)?smaller4:smaller5;
assign com67 = (smaller6 > smaller7)?smaller6:smaller7;
assign com03 = (com01 > com23)?com01:com23;
assign com47 = (com45 > com67)?com45:com67;
assign com07 = (com03 > com47)?com03:com47;
assign com8 = (com07 > smaller8)?com07:smaller8;
always@(posedge clk)
begin
  if(reset)
    begin
      for(i = 0; i < 9; i = i + 1)
        buffer[i] <= 8'd0;    
  end  
  else
    begin
      for(i = 0; i < 8; i = i + 1)
          buffer[i+1] <= buffer[i]; 
      buffer[0] <= X;
  end
end
always@(negedge clk)
begin
  if(reset)
    begin
      count <= 4'd0; 
      Y <= 10'd0; 
  end  
  else
    begin
      if(count != 4'd8)
        begin     
          Y <= 10'd0;  
          count <= count + 4'd1;  
      end
      else
        begin
          count <= count;
                Y <= (buffer[0] + buffer[1] + buffer[2] + buffer[3] + buffer[4] + buffer[5] + buffer[6] + buffer[7] + buffer[8] + (com8 * 9)) >> 3;
      end
  end
end
endmodule
==> /design/flow/run.sh <==
#!/bin/bash
# OpenROAD 26Q1-2900-gdf79404cd8, Yosys 0.63+post, stock flow scripts
make -C /OpenROAD-flow-scripts/flow DESIGN_CONFIG=/design/flow/config.mk WORK_HOME=/design/flow/orfs finish
==> /design/flow/config.mk <==
export PLATFORM = sky130hd
export DESIGN_NAME = CS
export DESIGN_NICKNAME = CS
export VERILOG_FILES = /design/flow/design.v
export SDC_FILE = /design/flow/constraint.sdc
export NUM_CORES = 4
export LEC_CHECK = 1
export CORE_UTILIZATION = 50
==> /design/flow/constraint.sdc <==
current_design CS

set clk_period 32.6
set clk_io_pct 0.2

create_clock -name clk0 -period $clk_period [get_ports {clk}]

set non_clock_inputs [all_inputs -no_clocks]
set_input_delay [expr $clk_period * $clk_io_pct] -clock clk0 $non_clock_inputs
set_output_delay [expr $clk_period * $clk_io_pct] -clock clk0 [all_outputs]
==> impl_metrics.ini <==
; physical design summary
[run_status]
status = finished, violations left
violations = setup timing

[final_layout]
final_common_cell = buf_4
syn_to_final_growth_pct = 52.2
layout_top_cells = buf_4 (462), inv_1 (144), ha_1 (137)
fillers = 1454
drive_gt1_share_pct = 40.1

[sta]
setup_ws_ns = -2.57
worst_clock_skew_ns = 0.0669
worst_slew_pin_slew_ns = 0.729
finalMaxSlewViolations = 0
slew_headroom_pct = 51.4
finalSetupViolCount = 10
rsz0062_at_grt = true
hold_violations = 0
hold_ws_ns = 0.459
setup_tns_ns = -22.49

[clocking]
root_buffer = clkbuf_16
htree_levels = 3
hold_buffers = 0
cts.reportedPaths.clkPinSlew_ns = 0.08
cts_made_buffers = 9
clkLatencyLatePin_ns = 0.40
cts_tree = built
clockBufferDepth = 2
clock_sinks = 86

[worst_setup_path]
crit_buf_inv = 9
crit_family = AND-OR/OR-AND gates
path_class = reg2reg
crit_cells = 100
crit_path_top_delay_cell = fa_1
critical_path.max_fanout = 8
start_kind = register
cp_slowest_stage_delay_ns = 0.57
worst-r2r-cell-count = 100
cp-end-kind = register
cp.required_ns = 16.57
arrival_ns = 19.14
cpMostUsedCell = o21a_1

[hold_path]
hold_depth = 2
min_path_type = reg2reg

[place]
io_buffer_count = 19
pre_cts_slack_ns = -3.18
finalWeightedCongestion = 0.964
dp_hpwl_um = 28400

[global_routing]
grt_overflow = 0
grt.met1_usage_pct = 49.4
grtUsageTotal_pct = 32.5
antenna_found_initial = 0
grt_pass1_wl_um = 55600
top_usage_layer = met1
use_met3_pct = 7.77
grtUsageMet2_pct = 48.3
grt_max_degree = 65
grt_pass1_vias = 10988

[detailed_routing]
wl_um = 36100
routedWlPerCell_um = 16.8
drtPass1Iterations = 5
drc = 0
ant_nets = 0
num_vias = 11738
drt_iter0_drc = 563
vias_per_cell = 5.46

[yosys]
synthCells = 1362
ys_seq_share_pct = 15.5
ff_type = dfxtp_1
ys_area_um2 = 11100
ys.flops = 86
synthArstFlopShare_pct = 0
synth_cell_types = 103
syn_area_per_cell_um2 = 8.17
yosysWarnings = 2
ys_cells = 1362
edf_count = 0
syn-cell-area_um2 = 11100

[power_and_ir_drop]
p_comb_share_pct = 88.6
swShare_pct = 45.2
pwr_density_cell_nw_per_um2 = 118
clkPwrFrac_pct = 5.9
p_leak_nw = 8.24
switching_power_mw = 0.904
p_int_mw = 1.10
pwr-share-seq_pct = 5.4
ir_drop_mv = 0.117

[floorplanning]
fp_util_pct = 51.0
die_x_um = 151
dieHeight_um = 151
core-area_um2 = 21800
num_io_pins = 20
dieArea_um2 = 22900
row_count = 54

[job]
drv_cap = 0
log.warning_count = 44
==> sequential cells by signal, indices dropped and copies added (netlist names) <==
| name | flops |
|---|---|
| count | 4 |
| Y | 10 |
| buffer | 72 |
==> synth_stat cells (28+ instances only) <==
| master | instances | area, um^2 |
|---|---|---|
| inv_1 | 149 | 559 |
| o21a_1 | 49 | 368 |
| nor2_1 | 92 | 345 |
| ha_1 | 171 | 2140 |
| nand2_1 | 118 | 443 |
| a21oi_1 | 62 | 310 |
| nand3_1 | 41 | 205 |
| dfxtp_1 | 86 | 1720 |
| nor2b_1 | 72 | 450 |
| nand4_1 | 28 | 175 |
| a21o_1 | 32 | 240 |
| o21ai_0 | 62 | 310 |
| fa_1 | 59 | 1180 |
==> final cells by class <==
class | instances | area, um^2 | area share, %
multi-input combinational | 1091 | 9890 | 58.4
inverter | 155 | 587 | 3.47
sequential | 86 | 1740 | 10.3
clock buffer | 9 | 225 | 1.33
timing repair buffer | 506 | 3990 | 23.6
clock inverter | 21 | 148 | 0.872
antenna | 1 | 2.50 | 0.0148
tap | 280 | 350 | 2.07
==> path summary, 6_finish.rpt <==
check / startpoint / to / slack [ns]
worst max register to register: buffer[3][7]$_SDFF_PP0_ / Y[7]$_SDFF_NP0_ / -2.57
worst min-delay path: buffer[0][5]$_SDFF_PP0_ / buffer[1][5]$_SDFF_PP0_ / 0.46
worst min register to register: buffer[0][5]$_SDFF_PP0_ / buffer[1][5]$_SDFF_PP0_ / 0.46
worst max-delay path: buffer[3][7]$_SDFF_PP0_ / Y[7]$_SDFF_NP0_ / -2.57
==> per-layer routing <==
| layer | share of wire [%] | vias up |
|---|---|---|
| met2 | 42 | 291 |
| met5 | 0 | - |
| met1 | 49 | 5549 |
| li1 | - | 5846 |
| met4 | 2.1 | 0 |
| met3 | 6.9 | 52 |
==> cells by family after synthesis <==
logic type               synth area share (%)
AND-OR/OR-AND                            22.0
XOR/XNOR                                 2.13
adder cells (fa/ha/maj)                  30.1
buffers and inverters                    6.50
flip-flops                               15.5
multiplexers                             2.27
AND/OR/NAND/NOR                          21.5
==> per-stage QoR <==
step	utilization (%)	area, um^2	power (mW)	instances
2_1_floorplan	-	11500	0.902	1362
3_3_place_gp	69.1	15100	1.40	2059
3_5_place_dp	69.1	15100	1.42	2059
4_1_cts	74.8	16300	1.82	2132
5_1_grt	77.6	16900	2.15	2148
6_report	77.6	16900	2.00	2149
==> timing repair <==
item	4_1_cts	5_1_grt
cloned	2	0
pin swaps	100	35
endpoints found under the setup margin	10	10
setup buffers	45	20
gates resized	111	98
==> power by group through the flow <==
stage                 Combinational, mW  Clock [mW]  Sequential (mW)
after CTS                          1.59       0.121            0.109
after global routing               1.92       0.126            0.109
final                              1.77       0.119            0.109
==> tightest hold or removal path: stages, from the launching register on <==
cell and delay [ns]:
dfxtp_2 0.33, inv_2 0.07, nor2_1 0.04
No activity file was given, so power comes from the tool's default toggle rates.
